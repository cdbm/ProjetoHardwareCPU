`config.mk`:
```
export PLATFORM = sky130hd
export DESIGN_NAME = Mult
export DESIGN_NICKNAME = Mult
export VERILOG_FILES = /design/flow/design.v
export SDC_FILE = /design/flow/constraint.sdc
export NUM_CORES = 4
export LEC_CHECK = 1
export CORE_UTILIZATION = 30
```
`constraint.sdc`:
```
current_design Mult

set clk_period 61.9
set clk_io_pct 0.2

create_clock -name clk0 -period $clk_period [get_ports {clk}]

set non_clock_inputs [all_inputs -no_clocks]
set_input_delay [expr $clk_period * $clk_io_pct] -clock clk0 $non_clock_inputs
set_output_delay [expr $clk_period * $clk_io_pct] -clock clk0 [all_outputs]
```
`design.v`:
```
module Mult(input wire MultControl,input wire [31:0] AFio, input wire [31:0] BFio, input wire reset,
			input wire clk,	output reg [31:0] MultLoFio, output reg [31:0] MultHiFio, 
			output reg fim);
	reg  Q_1;
	integer i;
	reg [64:0] M;
	reg [64:0] Q;
always @(posedge clk)
begin
	if(reset == 1)
	begin
		Q_1 =0;
		i=0;
		M = 32'b0;
		Q = 32'b0;
		MultHiFio = 32'd0;
		MultLoFio = 32'd0;
	end
	if(MultControl == 1)
		begin
		i = 0;
		M = {AFio,33'd0};
		Q = {32'd0,BFio, 1'd0};
		MultHiFio = 32'd0;
		MultLoFio = 32'd0;
		fim = 0;
		end
	if(MultControl==0)
	begin
		if(i<32)
		begin
		case(Q[1:0])
			2'b00:
			begin	
				Q = Q >>1;
			end
			2'b11:
			begin			
				Q = Q >>1;
			end
			2'b10:
			begin
				Q = Q - M;
				Q = Q >>1;
			end
			2'b01:
			begin
				Q = Q + M;
				Q = Q >>1;
			end
		endcase		
		i = i+1;
		end
	end
		if(i == 32)
		begin
			if(Q[64] == 1)
			begin
				Q[63] = 1;
			end
			if(Q > {1'b0, {32{1'b1}}})
			begin
				MultHiFio = Q[64:33];
				MultLoFio = Q[32:1];
			end
			if(Q < {1'b0, {32{1'b1}}})
			begin
				MultHiFio = 1'b0;
				MultLoFio = Q[32:1];
			end
			fim =1;
		end
end
endmodule
```
`run.sh`:
```
#!/bin/bash
# OpenROAD 26Q1-2900-gdf79404cd8, Yosys 0.63+post, stock flow scripts
make -C /OpenROAD-flow-scripts/flow DESIGN_CONFIG=/design/flow/config.mk WORK_HOME=/design/flow/orfs finish
```
==> notes.md <==
Synthesis and PnR results.

- The worst min-delay path startpoint is MultHiFio[7].
- The number of top-level pins reads 132.
- The top cell type by area accounts for 28.0% of the synthesized area.
- The count of cells along the worst register-to-register path reads 24.
- Per the detail_route report, inserted antenna diodes total 0.
- The worst path buffer plus inverter count is 5.
- Across the routed clock network, the largest skew measured is 0.0153 ns.
- Per the OpenROAD power report, leakage power amounts to 7.54 nW.
- The biggest fanout along the worst timing path reads 64.
- The clock-pin slew reported for the worst setup and hold paths after clock tree synthesis is 0.06 ns.
- The clock period could shrink to 19.95 ns.
- TritonCTS built the clock tree.
- The number of synthesized register bits reads 227.
- The part of the cycle the worst path needs reads 32.2%.
- The floorplan row count reads 84.
- The overall die size recorded for this design is 55000 µm².
- The maximum clock frequency is 50.1 MHz.
- The destination of the worst hold path is MultHiFio[7].
- The kind of cell adding the most delay to the critical path is simple AND/OR/NAND/NOR gates.
- The placer congestion estimate reads 0.972.
- The area of the core region is 53000 µm².
- The number of warning messages in the yosys log is 1.
- The clock sink count is 227.
- Per the final layout report, the fraction of cells sized above drive strength 1 comes to 5.45%.
- The ratio of routed vias to standard cells reads 5.58.
- The critical path's slowest cell reads sky130_fd_sc_hd__buf_4.
- The number of remaining DRC errors reads 0.
- The first global-routing pass estimated 94.0 mm of wire.
- The worst IR drop on VDD reads 0.0198 mV.
- The deepest clock path buffer count reads 3.
- The total length of routed wires is 62.9 mm.
- The final number of setup-violating endpoints is 0.
- Input and output buffers added on the ports amount to 131.
- The gate count after technology mapping reads 2158.
- The number of enable-type register cells in the synthesized netlist reads 0.
- According to the hold report, the worst path is of the flip-flop to flip-flop type.
- Before placement the cells fill 30.6% of the core.
- The final global-route overflow total reads 0.
- After synthesis, the mean cell area works out to 7.51 µm².
- The commonest cells after synthesis are sky130_fd_sc_hd__nand2_1, sky130_fd_sc_hd__dfxtp_1, sky130_fd_sc_hd__nor2_1.
- The accumulated negative setup slack reads 0 ns.
- The final route contains 16300 vias.
- The largest net degree at the start of global routing reads 143.
- The later pin in the worst-skew pair is clocked with a latency of 0.55 ns.
- The run finished with clean final reports.
- The transition time at the pin with the least slew margin is 0.865 ns.
- The main area contributors are sky130_fd_sc_hd__dfxtp_1, sky130_fd_sc_hd__nand2_1, sky130_fd_sc_hd__ha_1.
- The endpoint of the worst register-to-register path reads MultLoFio[0].
- The sequential area share after synthesis is 28.0%.
- Buffers inserted to repair hold after CTS numbered 0.
- The max-capacitance violation count reads 0.
- The required time at the worst endpoint is listed as 62.33 ns.
- Per the timing report, the most critical flop-to-flop path originates at M[14].
- The largest single stage delay on the critical path is 0.66 ns.
- The initial antenna violation count reads 0.
- The total standard cell area after synthesis is 16200 µm².
- The post-DP HPWL reads 48.9 mm.
- The post-synthesis to final-layout area growth reads 17.0%.
- Global routing used 23.2% of the available tracks across all layers.
- The initial detailed-routing violation count is 1315.
- sky130_fd_sc_hd__dfxtp_1 takes more of the synthesized area than any other cell.
- The clock root buffer is sky130_fd_sc_hd__clkbuf_16.
- The relative slew slack reads 41.8%.
- The report lists the number of cells resized after CTS as 0.
- The dominant cell type by count on the critical path is sky130_fd_sc_hd__buf_4.
- sky130_fd_sc_hd__nand2_1 is the most common cell in the netlist.
- The worst setup path is captured at a flip-flop.
- The die is 234 µm wide.
- The via count of the first global-routing pass came to 15500.
- The maximum level of the CTS H-tree is 1.
- The cell depth of the worst min-delay path reads 2.
- The height of the die reads 234 µm.
- The cell count in the Yosys report reads 2158.
- The power per cell area is 22.4 nW/µm².
- The distinct cell type count after synthesis reads 84.
- Setup repair after global routing left no endpoint under its margin.
- The data arrival time of the critical path reads 20.38 ns.
- The category of the most critical setup path reads input port to flip-flop.
- The number of hold-slack violations in the final timing report reads 0.
- The average wire per cell in the routed design is 21.5 µm.
- In this run the remaining antenna-violating nets after routing total 0.
- The register-to-register setup slack is 54.12 ns.
- The leading register cell type out of synthesis is sky130_fd_sc_hd__dfxtp_1.
- The share of flip-flops with an asynchronous set or reset after synthesis is 0%.
- The startpoint type of the worst setup path is an input port.
- The synthesized chip area reported by yosys is 16200 µm².
- The total clock buffers created by CTS reads 26.
- The number of max-slew violations in the final report reads 0.
- The number of iterations in the first detailed-routing pass is 5.
- The worst-case hold slack reads 0.458 ns.
- The number of setup buffers added after CTS is 0.
- The OpenROAD warning count is 30.
## layer usage
metal / GRT usage, % / vias up / share of wire (%)
met4: 10.8 / 0 / 5.6
met3: 2.62 / 125 / 5.0
met2: 38.8 / 534 / 48
met1: 30.0 / 7721 / 41
met5: 0 / - / 0
li1: - / 7956 / -
## state kept, by name (all words and copies together) (netlist names)
name	cells
i	32
MultHiFio	32
MultLoFio	32
fim	1
Q	65
M	65
## power breakdown
part / leakage [nW] / internal (mW) / switching (mW)
Sequential: 1.86 / 0.155 / 0.00219
Clock: 0.438 / 0.0959 / 0.0628
Combinational: 5.25 / 0.0360 / 0.0731
Total: 7.54 / 0.287 / 0.138
## worst min-delay path, cell delays in order (launching register included)
cell                      delay [ns]
sky130_fd_sc_hd__dfxtp_1        0.31
sky130_fd_sc_hd__nand2_1        0.05
sky130_fd_sc_hd__o21ai_0        0.06
## worst max-delay path by stage
stage	slack, ns	to	startpoint	depth (start not counted)
after CTS	42.17	MultLoFio[0]	reset	26
final	41.95	MultLoFio[0]	reset	27
after global routing	41.46	MultLoFio[0]	reset	26
## stage by stage
step	power, mW	util [%]	setup WS (ns)	area (µm²)	instances
floorplan	0.229	-	41.66	16200	2158
global placement	0.268	34.2	41.61	18100	2878
detailed placement	0.267	34.2	41.63	18100	2878
CTS	0.427	35.8	42.17	19000	2926
global route	0.444	35.8	41.46	19000	2926
finish	0.425	35.8	41.95	19000	2926
## cell usage in the layout, fill, tap and decap left out, drive strengths merged, types with 37 or more instances in the layout
cell type / netlist / routed
nor3: 65 / 65
xnor2: 66 / 66
nand4: 43 / 43
a21oi: 158 / 158
nand2: 258 / 258
inv: 86 / 86
ha: 69 / 69
clkdlybuf4s50: 0 / 130
dfxtp: 227 / 227
nor2: 206 / 206
a22o: 37 / 37
xor2: 56 / 56
and2: 83 / 83
nand3: 45 / 45
o21ai: 150 / 150
## logic make-up after synthesis
logic type | Yosys count | share of synthesized area, %
multiplexers | 53 | 3.86
AND/OR/NAND/NOR | 837 | 25.1
buffers and inverters | 215 | 5.33
adder cells (fa/ha/maj) | 70 | 5.45
flip-flops | 227 | 28.0
AND-OR/OR-AND | 634 | 25.6
XOR/XNOR | 122 | 6.59
## final cells by class
class                   count  area (µm²)
fillers                  5503       34000
well taps                 688         861
clock inverters            13         150
flip-flops and latches    227        4540
inverters                  86         323
clock buffers              35         736
repair buffers            161        1550
multi-input cells        1716       10800
No activity file was given, so power comes from the tool's default toggle rates.
